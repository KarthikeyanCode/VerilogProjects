**/design/flow/run.sh**
```bash
#!/bin/bash
# OpenROAD 26Q1-2900-gdf79404cd8, Yosys 0.63+post, stock flow scripts
make -C /OpenROAD-flow-scripts/flow DESIGN_CONFIG=/design/flow/config.mk WORK_HOME=/design/flow/orfs finish
```
**/design/flow/config.mk**
```make
export PLATFORM = sky130hd
export DESIGN_NAME = parking_sys_adv
export DESIGN_NICKNAME = parking_sys_adv
export VERILOG_FILES = /design/flow/design.v
export SDC_FILE = /design/flow/constraint.sdc
export NUM_CORES = 4
export LEC_CHECK = 1
export CORE_UTILIZATION = 40
```
**/design/flow/constraint.sdc**
```tcl
current_design parking_sys_adv

set clk_period 8.9
set clk_io_pct 0.2

create_clock -name clk0 -period $clk_period [get_ports {clk}]

set non_clock_inputs [all_inputs -no_clocks]
set_input_delay [expr $clk_period * $clk_io_pct] -clock clk0 $non_clock_inputs
set_output_delay [expr $clk_period * $clk_io_pct] -clock clk0 [all_outputs]
```
**/design/flow/design.v**
```verilog
module parking_sys_adv(
    input clk,reset,sensor,
    input [3:0]pass, 
    output reg out,
    output reg [63:0]counter_wait=0
);
reg [1:0] present_state=2'b00;
reg [1:0] next_state;;
reg [3:0] original_pass = 4'b1001;
always @(posedge clk) begin
    if(~reset)
        out <= 0;
    else begin
        present_state = next_state;
        if(present_state == 2'b11) begin
            out <= 1;
            counter_wait <= 0;
        end
        else if(present_state == 2'b01) begin 
            counter_wait <= counter_wait + 1;
            out <= 0;
        end
        else begin
            counter_wait <= 0;
            out <= 0;
        end
    end
end
always @(*) begin 
    case (present_state)
    2'b00:
    begin
        if(sensor == 1'b0)
            next_state <= 2'b00;
        else
            next_state <= 2'b01;
    end
    2'b01:
    begin
        if(pass == original_pass) 
            next_state <= 2'b11;
        else if(sensor == 1'b0)
            next_state <= 2'b00;
        else 
            next_state <= 2'b01;
    end
    2'b11:
    begin
        if(sensor == 1'b1)
            next_state <= 2'b01;
        else
            next_state <= 2'b00;
    end
    default:
        next_state <= 2'b00;
    endcase
end
endmodule 
```
==> job_summary.md <==
### Metrics collected by this job

| Metric | Value |
|---|---|
| Outcome | completed |
| CP Launch Type | input port |
| Fmax | 0.286 GHz |
| Post-CTS setup buffers | 0 |
| Warnings from Yosys | 1 |
| CTS root buf | clkbuf_8 |
| Syn Area/Cell | ~10 µm² |
| Port bufs | about 71 |
| Share of layout cells above drive strength 1 | 6.65% |
| Largest vdd supply drop | 0.0000808 V |
| # IOs | a little over 70 |
| Pleak | roughly 1.5 nW |
| DRC | 0 |
| Total GRT Usage | between 10% and 20% |
| Total gr overflow | 0 |
| Area growth syn-to-layout | 27.3% |
| Max_cap viols | 0 |
| Post-synthesis cell type count | 35 |
| Die X | approximately 100 µm |
| Largest net degree at the start of global routing | between 60 and 70 |
| Cell taking the most area after synthesis | edfxtp_1 |
| Vias/cell | 5.43 |
| First-pass GRT wire length | 15000 µm |
| Routed wire per std cell | ~16 µm |
| R2R setup slack | roughly 6.0 ns |
| Sink Count | 67 |
| Min cycle time layout | 3.49 ns |
| CTS Buf Count | 9 |
| GP Congestion | between 0.8 and 0.9 |
| YS chip area | 3840 µm² |
| Final setup viols | 0 |
| Hold Path Class | register to register |
| Hold path depth | 2 |
| Reg-to-reg endpoint | counter_wait[56] |
| Largest fanout on the critical path | between 60 and 70 |
| Floorplan core area | 9280 µm² |
| Crit path launch | pass[3] |
| Critical path class | input port to register |
| CP endpoint | counter_wait[32] |
| Dominant logic cell type in the layout | clkdlybuf4s50_1 |
| Chip area | roughly 10000 µm² |
| Row cnt | 35 |
| Most frequent cells in the layout | clkdlybuf4s50_1, edfxtp_1, nor2_1 |
| H-tree depth | 3 |
| Antenna diode count | 0 |
| Sum Neg Setup Slack | 0 ns |
| Hpwl dp | ~6100 µm |
| Synthesized instance count | 371 |
| Clk ins delay skew pair | about 0.34 ns |
| Clock tree buffer depth | 2 |
| DP Worst Slack | just over 5 ns |
| Reg2Reg Depth | 6 |
| Final Hold Viols | 0 |
| Post-DRT Antenna Nets | 0 |
| Area leader share | around half |
| Kind of end point of the critical path | register |
| Vias in the first global route | 3080 |
| RSZ-0062 raised after global routing | no |
| FF/Latch Area | around 2000 µm² |
| CP arrival | around 3.6 ns |
| Die H | roughly 100 µm |
| Detailed Routing Iterations Pass 1 | 4 |
| Vias | ~3200 |
| Final Cycle Share | about 39% |
| CTS clk-pin slew, worst paths | about 0.080 ns |
| Top cells, area | edfxtp_1, xor2_1, nand4_1, nor2_1, a21oi_1 |
| Final Slew Violations | 0 |
| Reg2reg start | counter_wait[0] |
| Cells in synth_stat.txt | ~370 |
| Logic area | ~1800 µm² |
| FILL cells | about 860 |
| CTS Hold Bufs | 0 |
| Yosys reg bits | between 60 and 70 |
| Core utilization at floorplan | roughly two fifths |
| Initial antenna violation count | 0 |
| Tool warnings | 26 |
| Post-synth seq share | 52.2% |
| TritonCTS clock tree | yes |
| Resized cells post-CTS | 0 |
| Worst Clk Skew | 0.00851 ns |
| Mapped Area | ~3800 µm² |
| Drt total wl | between 9000 and 10000 µm |
| Slew headroom | a little over two fifths |
| DRT iter0 DRCs | around 130 |
| Final worst slack | roughly 5.4 ns |
| Power Density | approximately 150 nW/µm² |
| Worst Path Required | 8.97 ns |
| Worst-margin pin slew | about 0.86 ns |
## final cells by class
class                           count  share of cell area (%)
Tap cell                          129                    3.30
Clock inverter                      7                    1.69
Inverter                           10                   0.768
Multi-Input combinational cell    284                    35.9
Timing Repair Buffer               74                    14.9
Sequential cell                    67                    41.0
Clock buffer                        9                    2.53
## report_power, final
group	internal (mW)	switching, mW
logic	0.0421	0.0289
registers	0.369	0.0261
clock network	0.154	0.116
## metal layers
metal | GRT usage, % | vias to the layer above | routed length (µm)
li1 | - | 1574 | -
met3 | 3.40 | 10 | 428
met5 | 0 | - | 0
met4 | 2.83 | 0 | 111
met1 | 33.3 | 1483 | 4480
met2 | 29.8 | 85 | 4060
## kinds of logic after synthesis
logic type,count (synthesis),share of synthesized area (%)
buffers and inverters,20,2.18
DFF,67,52.2
AOI/OAI and AO/OA,58,8.41
xor gates and xnor gates,33,7.53
adders and majority gates,3,0.978
and+or+nand+nor,190,28.7
## flip-flops by register name (all words and copies together), names as in the netlist
signal,flops
counter_wait,64
out,1
present_state,2
## synth_stat cells (all sizes together)
master,instances
o21ai,16
and3,10
or2,2
o211ai,1
inv,10
a21oi,29
ha,3
edfxtp,66
and2,6
nor3,2
and4,8
xor2,23
clkbuf,8
o31ai,12
nand2,25
nor4,7
or4,12
nand2b,1
nor2,44
nor4bb,1
buf,2
nand4,29
nor4b,1
dfxtp,1
xnor2,10
nand3,26
or3,16
## worst max-delay path, stage by stage
cell and delay (ns):
clkdlybuf4s50_1 0.45, nor4bb_1 0.26, and3_1 0.26, or2_2 0.13
buf_4 0.54, nor2_1 0.12
## per-stage QoR
stage	utilization [%]	std cells	area [µm²]	power (mW)	hold WS, ns
after CTS	52.7	580	4890	0.743	0.691
after global routing	52.7	580	4890	0.768	0.725
after global placement	50.4	564	4680	0.473	0.658
after detailed placement	50.4	564	4680	0.473	0.663
after floorplan	-	371	3840	0.420	0.586
final	52.7	580	4890	0.736	0.685
## worst min-delay path by stage
stage | to | slack (ns) | start
6_report | counter_wait[30] | 0.68 | counter_wait[30]
5_1_grt | counter_wait[63] | 0.73 | counter_wait[63]
4_1_cts | counter_wait[30] | 0.69 | counter_wait[30]
Power and IR drop assume default switching activity.
