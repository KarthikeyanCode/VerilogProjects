$ cat flow/config.mk
export PLATFORM = sky130hd
export DESIGN_NAME = traffic_light_control
export DESIGN_NICKNAME = traffic_light_control
export VERILOG_FILES = /design/flow/design.v
export SDC_FILE = /design/flow/constraint.sdc
export NUM_CORES = 4
export LEC_CHECK = 1
export CORE_AREA = 10 10 96 96
export DIE_AREA = 0 0 106 106
$ cat flow/constraint.sdc
current_design traffic_light_control

set clk_period 2.8
set clk_io_pct 0.2

create_clock -name clk0 -period $clk_period [get_ports {clk}]

set non_clock_inputs [all_inputs -no_clocks]
set_input_delay [expr $clk_period * $clk_io_pct] -clock clk0 $non_clock_inputs
set_output_delay [expr $clk_period * $clk_io_pct] -clock clk0 [all_outputs]
$ cat flow/design.v
module traffic_light_control(
    input sensor,
    input clk,
    input reset,
    output reg [2:0]highway,farm 
);
parameter highwaygreen_farmred = 2'b00,
    highwayyellow_farmred = 2'b01,
    highwayred_farmgreen = 2'b10,
    highwayred_farmyellow = 2'b11;
reg [1:0]state = 2'b00;
reg [1:0]next_state = 2'b00;
reg farm_yellow_count=1'b0,highway_yellow_count=1'b0,highway_green_count=1'b0,farm_green_count=1'b0;
reg long_timer=1'b0,short_timer=1'b0;
reg [32:0]delay=0;
always @(posedge clk or negedge reset) begin
    if(~reset)
        state <= 2'b00;
    else 
        state <= next_state; 
end
always @(*) begin 
case(state)
highwaygreen_farmred:
begin
    highway<=3'b100;
    farm<=3'b001;
    highway_green_count<=1;
    farm_green_count<=0;
    highway_yellow_count<=0;
    farm_yellow_count<=0;
    if(sensor && long_timer) 
        next_state <= highwayyellow_farmred;
    else
        next_state <= highwaygreen_farmred;
end
highwayyellow_farmred:
begin
    highway<=3'b010;
    farm<=3'b001;
    highway_green_count<=0;
    farm_green_count<=0;
    highway_yellow_count<=1;
    farm_yellow_count<=0;
    if(short_timer)
        next_state <= highwayred_farmgreen;
    else
        next_state <= highwayyellow_farmred;
end
highwayred_farmgreen:
begin
    highway<=3'b001;
    farm<=3'b100;
    highway_green_count<=0;
    farm_green_count<=1;
    highway_yellow_count<=0;
    farm_yellow_count<=0;
    if(long_timer || ~sensor)
        next_state <= highwayred_farmyellow;
    else
        next_state <= highwayred_farmgreen;
end
highwayred_farmyellow:
begin
    highway<=3'b001;
    farm<=3'b010;
    highway_green_count<=0;
    farm_green_count<=0;
    highway_yellow_count<=0;
    farm_yellow_count<=1;
    if(short_timer)
        next_state <= highwaygreen_farmred;
    else
        next_state <= highwayred_farmyellow;
end
endcase
end
always @(posedge clk) begin
    delay <= delay + 1;
    if(highway_green_count && sensor) begin 
        if(delay >= 10) begin
            long_timer<=1'b1;
            delay<=0;
        end
        else
            long_timer<=1'b0;
    end
    else if(highway_yellow_count) begin 
        if(delay >= 5) begin
            short_timer<=1'b1;
            delay<=0;
        end
        else
            short_timer<=1'b0;
    end
    else if(farm_green_count) begin 
        if(delay >= 10) begin
            long_timer<=1'b1;
            delay<=0;
        end
        else
            long_timer<=1'b0;
    end
    else begin 
        if(delay >= 5) begin
            short_timer<=1'b1;
            delay<=0;
        end
        else
            short_timer<=1'b0;
    end
end
endmodule 
$ cat flow/run.sh
#!/bin/bash
# OpenROAD 26Q1-2900-gdf79404cd8, Yosys 0.63+post, stock flow scripts
make -C /OpenROAD-flow-scripts/flow DESIGN_CONFIG=/design/flow/config.mk WORK_HOME=/design/flow/orfs finish
==> flow_summary.toml <==
# implementation run metrics
[timing]
timing_limited_maximum_frequency_mhz = 509
min_period_over_period_pct = 70.2
timing.final.crit_period_ns = 1.97
grt_setup_unrepaired = "false"
timing.final.max_slew_violations = 0
final.setup_skew_ns = 0.00478
report.final.hold_viol_count = 0
setup-tns-final_ns = 0
finalSetupViolations = 0

[clock_network]
cts.repair.resized = 0
cts_root_buf = "sky130_fd_sc_hd__clkbuf_8"
cts_setup_buffers = 0
cts_max_path_buffers = 2
cts_inserted_buffers = 5
number_of_levels_in_the_clock_h_tree = 2
cts.sinks = 37
clk_pin_slew_ns = 0.07
cts_hold_buf = 0
tritoncts = "yes"
clk-insertion-delay-late_ns = 0.29

[worst_setup_path]
worst_ep_arrival_time_ns = 1.41
worstPathCellList = "inv_1 > nor2_1 > clkdlybuf4s50_1"
critical_path_class = "reg2out"
cp_data_required_time_ns = 2.24
timing.critical_path.fanout_max = 7
endpoint_kind = "output port"
cpPeakStageDelay_ns = 0.47
setup.worst_path.start_class = "flop"
crit_path_buf_inv_count = 2
critPathTopFamily = "buffers and inverters"
cell_with_the_largest_stage_delay_on_the_worst_path = "sky130_fd_sc_hd__clkdlybuf4s50_1"

[placement]
count_of_buffers_from_port_buffering = 8
place.detailed.instances = 212
gp_congestion = 0.696
place_hpwl_um = 931

[run_status]
outcome = "finished, final reports clean"

[pwr]
cell_internal_pwr_uw = 905
design_power_total_uw = 1150
share_clk_of_total_power_pct = 34.4
vdd.ir_drop.worst_mv = 0.189
sequential_power_share_pct = 52.5
combinationalPowerShare_pct = 13.1
switchingPower_uw = 244
static-leakage-power_uw = 0.000576
power_density_mw_per_mm2 = 792
sw_frac_of_total_pct = 21.2

[floorplan]
chip_width_um = 106
die.size.y_um = 106
io_pins = 9
std_cell_rows = 31
chip_area_mm2 = 0.0112
floorplanUtilization_pct = 14.6
fp.coreArea_mm2 = 0.00721

[yosys]
yosys-stat-area_mm2 = 0.00105
synthCells = 79
mappedNetlistArea_mm2 = 0.00105
post-synth-top-area-fraction_pct = 62.9
synth.largest_area_cell = "sky130_fd_sc_hd__dfxtp_1"
synth.area.top_cells = "sky130_fd_sc_hd__dfxtp_1 63%, sky130_fd_sc_hd__edfxtp_1 5.7%, sky130_fd_sc_hd__nor4_1 5.4%"
ys.flop_type = "sky130_fd_sc_hd__dfxtp_1"
yosysCellCount = 79
synth.lib_cells_used.distinct = 27
postSynthSeqShare_pct = 73.3
edf_count = 2
async_flop_share_pct = 5.41
synthesized_flop_and_latch_total = 37
yosys_warnings = 1
synthesis.area_per_instance_um2 = 13.3

[grt]
overflow = 0
global_route_wire_length_before_repair_um = 2560
gr-usage-all-layers_pct = 2.76
antenna_found_initial = 0
grt_pass1_vias = 579
grt_max_degree = 12

[drt]
detail_route.drc_violations = 0
detail_route.first_pass.iterations = 2
num_vias = 613
routed_via_density = 2.79
drt_iter0_markers = 22
number_of_nets_with_antenna_violations_after_detailed_routing = 0
drt-total-wl_um = 1350
num_antenna_cells = 0
drt-wirelength-per-cell_um = 6.12

[final_layout]
layout-area-overhead-vs-synth_pct = 38.0
layoutNonFillerInstCount = 220
layout-drive-gt1-share_pct = 8.26

[job]
timing.max_cap.violations = 0
number_of_openroad_warnings = 27

[worst_hold_path]
worstHoldPathType = "in2async"
[synthesized netlist by cell type (2+ instances only)]
library cell               number
sky130_fd_sc_hd__nand4_1        2
sky130_fd_sc_hd__nor2_1         3
sky130_fd_sc_hd__inv_1          4
sky130_fd_sc_hd__dfxtp_1       33
sky130_fd_sc_hd__xnor2_1        2
sky130_fd_sc_hd__ha_1           3
sky130_fd_sc_hd__dfrtp_1        2
sky130_fd_sc_hd__nor4_1         9
sky130_fd_sc_hd__edfxtp_1       2
sky130_fd_sc_hd__nand2_1        2
[registers in the layout, indices dropped and copies added, names as in the netlist]
name and cells:
short_timer 1, state 2, delay 33, long_timer 1
[cell type report]
class | count | area (um2)
clock buffers | 7 | 96.3
well taps | 99 | 124
clock inverters | 1 | 5.00
multi-input cells | 64 | 359
fillers | 805 | 5760
inverters | 4 | 15.0
flip-flops and latches | 37 | 771
repair buffers | 8 | 80.1
[metal layers]
metal,track usage [%],vias to the layer above,share of wire [%]
li1,-,327,-
met1,3.47,266,47
met2,3.45,16,37
met3,2.32,4,13
met4,0.774,0,2.2
met5,0,-,0
[worst paths after layout]
check / from / end / slack [ns] / cells past startpoint
min: reset / state[1] / 0.43 / 1
max reg2reg: delay[10] / short_timer / 1.07 / 3
min in group clk0: short_timer / state[0] / 0.53 / 2
min reg2reg: short_timer / state[0] / 0.53 / 2
max in group asynchronous: reset / state[0] / 2.26 / 1
max: state[1] / farm[2] / 0.83 / 3
[stage by stage]
step                      hold slack [ns]  setup WS, ns  util (%)  cell area, um2
after floorplan                     0.264          1.29         -            1160
after global placement              0.531          1.04      18.7            1350
after detailed placement            0.527          1.02      18.7            1350
after CTS                           0.420         0.812      20.1            1450
after global routing                0.418         0.699      20.1            1450
final                               0.426         0.834      20.1            1450
[layout by cell type, fill, tap and decap left out]
| cell type | instances |
|---|---|
| sky130_fd_sc_hd__a2bb2oi_1 | 1 |
| sky130_fd_sc_hd__and2_1 | 1 |
| sky130_fd_sc_hd__clkbuf_8 | 7 |
| sky130_fd_sc_hd__clkdlybuf4s50_1 | 8 |
| sky130_fd_sc_hd__clkinv_2 | 1 |
| sky130_fd_sc_hd__conb_1 | 29 |
| sky130_fd_sc_hd__dfrtp_1 | 2 |
| sky130_fd_sc_hd__dfxtp_1 | 33 |
| sky130_fd_sc_hd__edfxtp_1 | 2 |
| sky130_fd_sc_hd__ha_1 | 3 |
| sky130_fd_sc_hd__inv_1 | 4 |
| sky130_fd_sc_hd__nand2_1 | 2 |
| sky130_fd_sc_hd__nand3_1 | 1 |
| sky130_fd_sc_hd__nand4_1 | 2 |
| sky130_fd_sc_hd__nor2_1 | 3 |
| sky130_fd_sc_hd__nor2b_1 | 1 |
| sky130_fd_sc_hd__nor3_1 | 1 |
| sky130_fd_sc_hd__nor4_1 | 9 |
| sky130_fd_sc_hd__nor4_2 | 1 |
| sky130_fd_sc_hd__o21a_1 | 1 |
| sky130_fd_sc_hd__o21ai_0 | 1 |
| sky130_fd_sc_hd__o21ba_2 | 1 |
| sky130_fd_sc_hd__o31a_1 | 1 |
| sky130_fd_sc_hd__o31ai_1 | 1 |
| sky130_fd_sc_hd__or3b_1 | 1 |
| sky130_fd_sc_hd__or4_1 | 1 |
| sky130_fd_sc_hd__xnor2_1 | 2 |
| sky130_fd_sc_hd__xor2_1 | 1 |
[power groups by stage]
stage / Clock, uW / Combinational (uW) / Sequential (uW)
finish: 395 / 151 / 603
CTS: 407 / 156 / 604
global route: 435 / 175 / 611
[logic make-up after synthesis]
logic type	after synthesis	share of synthesized area (%)
DFF	37	73.3
xor gates and xnor gates	3	2.50
adders and majority gates	3	3.57
buffers and inverters	6	2.50
other	1	0.357
and+or+nand+nor	23	13.2
AOI/OAI and AO/OA	6	4.52
No activity file was given, so power comes from the tool's default toggle rates.
